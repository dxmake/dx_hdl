==> run.sh <==
#!/bin/bash
# OpenROAD 26Q1-2900-gdf79404cd8, Yosys 0.63+post, stock flow scripts
make -C /OpenROAD-flow-scripts/flow DESIGN_CONFIG=/design/flow/config.mk WORK_HOME=/design/flow/orfs finish
==> constraint.sdc <==
current_design dx_spi_core

set clk_period 9.7
set clk_io_pct 0.2

create_clock -name clk0 -period $clk_period [get_ports {clk}]

set non_clock_inputs [all_inputs -no_clocks]
set_input_delay [expr $clk_period * $clk_io_pct] -clock clk0 $non_clock_inputs
set_output_delay [expr $clk_period * $clk_io_pct] -clock clk0 [all_outputs]
==> config.mk <==
export PLATFORM = sky130hd
export DESIGN_NAME = dx_spi_core
export DESIGN_NICKNAME = dx_spi_core
export VERILOG_FILES = /design/flow/design.v
export SDC_FILE = /design/flow/constraint.sdc
export NUM_CORES = 4
export LEC_CHECK = 1
export CORE_UTILIZATION = 50
==> design.v <==
`timescale 1ns / 100ps
module dx_spi_core
#(
	parameter DATA_WIDTH = 32,
	parameter DATA_COUNT_WIDTH = 8,   
	parameter SCLK_COUNT_WIDTH = 16
)
(
	input wire clk,
	input wire rst,
	input wire [DATA_COUNT_WIDTH-1:0] spi_width_i,
	input wire cpol_i,  
	input wire cpha_i,
	input wire [SCLK_COUNT_WIDTH-1:0] sclk_div_i,
	input wire mosi_stb,
	input wire [DATA_WIDTH-1:0] mosi_data_i,
	output reg miso_stb,
	output wire [DATA_WIDTH-1:0] miso_data_o,
	output wire ready_o,
	output reg [2:0] state_o,
	output wire [DATA_COUNT_WIDTH-1:0] data_count_o,
	output reg wr_edge,
	output reg rd_edge,
	output reg sclk,
	output reg mosi,
	input wire miso,
	output reg csn
);
reg [SCLK_COUNT_WIDTH-1:0] sclk_count;
wire sclk_count_begin;
wire sclk_count_done;
always @(posedge clk) begin
	if(rst | (mosi_stb & ready) | (mosi_stb & miso_stb)) begin
		sclk_count <= #1 {SCLK_COUNT_WIDTH{1'b0}};
	end else if(~ready) begin
		if(sclk_count_done) begin
			sclk_count <= #1 {SCLK_COUNT_WIDTH{1'b0}};
		end
		else begin
			sclk_count <= #1 sclk_count + 1'b1;
		end
	end else begin
		sclk_count <= #1 {SCLK_COUNT_WIDTH{1'b0}};
	end
end
assign sclk_count_begin = (sclk_count == {SCLK_COUNT_WIDTH{1'b0}});
assign sclk_count_done  = (sclk_count == sclk_div);
wire   data_count_done;
assign data_count_done  = (data_count == spi_width);
localparam ST_IDLE = 0;
localparam ST_CONFIG = 1;
localparam ST_PRE = 2;
localparam ST_EDGE_A = 3;
localparam ST_EDGE_B = 4;
localparam ST_POST = 5;
reg [2:0] state;
reg ready;
reg [DATA_COUNT_WIDTH-1:0] spi_width;
reg cpol;
reg cpha;
reg [SCLK_COUNT_WIDTH-1:0] sclk_div;
reg [DATA_COUNT_WIDTH-1:0] data_count;
reg [DATA_WIDTH-1:0] mosi_data;
reg [DATA_WIDTH-1:0] miso_data;
always @(posedge clk) begin
	if(rst) begin
		state <= #1 ST_IDLE;
		ready <= #1 1'b1;
		data_count <= #1 {DATA_COUNT_WIDTH{1'b0}};
		wr_edge    <= 1'b0;
		rd_edge    <= 1'b0;
		csn  <= #1 1'b1;
		sclk <= cpol;
		mosi <= #1 1'bz;
		miso_data <= #1 {DATA_WIDTH{1'b0}};
		miso_stb  <= #1 1'b0;
	end else begin
		case(state)
		ST_IDLE: begin
			data_count <= #1 {DATA_COUNT_WIDTH{1'b0}};
			wr_edge    <= 1'b0;
			rd_edge    <= 1'b0;
			csn  <= #1 1'b1;
			sclk <= cpol;
			mosi <= #1 1'bz;
			miso_stb <= #1 1'b0;
			if(mosi_stb) begin
				state <= #1 ST_CONFIG;
				ready <= #1 1'b0;
				spi_width <= #1 spi_width_i;
				cpol      <= #1 cpol_i;
				cpha      <= #1 cpha_i;
				sclk_div  <= #1 sclk_div_i;
				mosi_data <= #1 mosi_data_i;
			end else begin
				ready <= #1 1'b1;
			end
		end
		ST_CONFIG: begin
			if(sclk_count_done) begin
				state <= #1 ST_PRE;
			end else begin
				sclk <= cpol;
				miso_data <= #1 {DATA_WIDTH{1'b0}};
			end
		end
		ST_PRE: begin
			if(sclk_count_done) begin
				state <= #1 ST_EDGE_A;
			end
			if(sclk_count_begin) begin
				csn <= #1 1'b0;
			end
			if(~cpha) begin  
				if(sclk_count_done) begin
				end else if(sclk_count_begin) begin
					data_count <= #1 data_count + 1'b1;
					wr_edge    <= 1'b1;
					mosi      <= #1 mosi_data[DATA_WIDTH-1];
					mosi_data <= #1 {mosi_data[DATA_WIDTH-2:0], 1'b0};
				end else begin
				end
			end else begin   
				if(sclk_count_done) begin
				end else if(sclk_count_begin) begin
				end else begin
				end
			end
		end
		ST_EDGE_A: begin
			if(sclk_count_done) begin
				if(data_count_done) begin
					state <= #1 ST_POST;
				end else begin
					state <= #1 ST_EDGE_B;
				end
			end
			sclk <= ~cpol;
			if(~cpha) begin  
				if(sclk_count_done) begin
				end else if(sclk_count_begin) begin
    				wr_edge    <= 1'b0;
					rd_edge    <= 1'b1;
					miso_data <= #1 {miso_data[DATA_WIDTH-2:0], miso};
				end else begin
				end
			end else begin   
				if(sclk_count_done) begin
				end else if(sclk_count_begin) begin
					data_count <= #1 data_count + 1'b1;
					wr_edge    <= 1'b1;
					rd_edge    <= 1'b0;
					mosi      <= #1 mosi_data[DATA_WIDTH-1];
					mosi_data <= #1 {mosi_data[DATA_WIDTH-2:0], 1'b0};
				end else begin
				end
			end
		end
		ST_EDGE_B: begin
			if(sclk_count_done) begin
				state <= #1 ST_EDGE_A;
			end
			sclk <= cpol;
			if(~cpha) begin  
				if(sclk_count_done) begin
				end else if(sclk_count_begin) begin
					data_count <= #1 data_count + 1'b1;
					wr_edge    <= 1'b1;
					rd_edge    <= 1'b0;
					mosi      <= #1 mosi_data[DATA_WIDTH-1];
					mosi_data <= #1 {mosi_data[DATA_WIDTH-2:0], 1'b0};
				end else begin
				end
			end else begin   
				if(sclk_count_done) begin
				end else if(sclk_count_begin) begin
    				wr_edge    <= 1'b0;
					rd_edge    <= 1'b1;
					miso_data <= #1 {miso_data[DATA_WIDTH-2:0], miso};
				end else begin
				end
			end
		end
		ST_POST: begin
			if(sclk_count_done) begin
				state <= #1 ST_IDLE;
				miso_stb <= #1 1'b1;
			end
			sclk <= cpol;
			if(~cpha) begin  
				if(sclk_count_done) begin
				end else if(sclk_count_begin) begin
					data_count <= #1 {DATA_COUNT_WIDTH{1'b0}};
					rd_edge    <= 1'b0;
					mosi <= #1 1'bz;
				end else begin
				end
			end else begin   
				if(sclk_count_done) begin
				end else if(sclk_count_begin) begin
				    wr_edge    <= 1'b0;
					rd_edge    <= 1'b1;
					miso_data <= #1 {miso_data[DATA_WIDTH-2:0], miso};
				end else begin
				end
			end
		end
		default: begin
			state <= #1 ST_IDLE;
		end
		endcase
	end
end
assign miso_data_o = miso_data;
assign ready_o = ready;
assign data_count_o = data_count;
always @(posedge clk) begin
	state_o <= #1 state;
end
endmodule
==> results_slide.txt <==
Synthesis and Place & Route Summary

Outcome
  • Status: completed

Critical path
  • CP Launch Type: register
  • Critical Path Sink Type: output port
  • R2R cell count: 9
  • RR Startpoint: state[2]$_SDFFE_PP0P_
  • Critical path type: reg -> out
  • Critical-path cell list: clkdlybuf4s50_1
  • R2r endpoint: mosi_data[11]$_DFFE_PP_
  • CP required: 7.76 ns
  • R2R Setup Slk: 6.81 ns
  • WP buf/inv: 1
  • Largest delay share family, worst path: buffers and inverters
  • WP data arrival: 1.52 ns
  • Critical Path Fanout Max: 8
  • Crit path largest cell delay: 0.53 ns
  • Slowest CP cell: clkdlybuf4s50_1

Yosys
  • Mapped cell area: 5600 µm²
  • Syn. warnings: 4
  • Synth unique cells: 53
  • Yosys top cell by area: edfxtp_1
  • Synthesized registers: 127
  • EDFF count, synth: 60
  • Post-synth seq share: 0.561
  • Yosys stat area: 5600 µm²
  • Ys async rst share: 0
  • Cell count after synthesis: 574
  • Top cell area share: 0.322
  • Syn Area/Cell: 9.76 µm²
  • Top cells by area: edfxtp_1 (32%), dfxtp_1 (24%), nand2_1 (7.4%)
  • Synth Flop Type: dfxtp_1
  • Post-synth top cells: nand2_1 (111), dfxtp_1 (67), edfxtp_1 (60), a21oi_1 (46), nand4_1 (40)
  • Most frequent cell after synthesis: nand2_1
  • # Cells Yosys: 574

STA
  • Min cycle time layout: 3.46 ns
  • Final worst slack: 6.24 ns
  • Max transition margin: 0.477
  • Final worst-path cycle share: 0.357
  • Max-slew violations: 0
  • Setup TNS: 0 ns
  • Worst-margin pin slew: 0.782 ns
  • Fin Clk Skew: 0.0113 ns
  • Final setup vio count: 0
  • RSZ-0062 raised after global routing: false
  • Final Hold Violation Tally: 0
  • Max Fclk: 289 MHz

Die
  • I/O pins: 112
  • Die height: 108 µm
  • # rows: 38
  • DIE AREA: 11600 µm²
  • Fp util: 0.514
  • Die W: 108 µm
  • Core ar.: 10900 µm²

Drt
  • Antenna-violating nets left: 0
  • Number of DRC markers in iteration 0: 359
  • Vias/cell: 5.39
  • Post-Route WL: 12000 µm
  • Via count: 4450
  • WL per Instance: 14.5 µm
  • N_diodes: 0
  • DRC errors left: 0
  • First-pass iteration count of the detailed router: 5

Global route
  • Total GRT Usage: 0.226
  • Vias in the first global route: 4073
  • GRT busiest layer: met1
  • GR Util met2: 0.324
  • Initial antenna violation count: 0
  • Congestion Overflow GR: 0
  • Pin count of the biggest net entering global routing: 49
  • Met3 GRT Util: 0.0531
  • Global Route met1 Usage: 0.390
  • First-pass GRT wire length: 19700 µm

Hold path
  • HP Class: reg -> reg
  • Hold_sp: mosi_data[31]$_DFFE_PP_
  • WHS Endpoint: mosi$_DFFE_PP_
  • Hold path depth: 0

Clock network
  • Clock slew at reported path FFs: 0.06 ns
  • Root buffer cell: clkbuf_8
  • CTS Sinks: 127
  • Worst-Skew Late Latency: 0.50 ns
  • CTS resizes: 0
  • Cts bufs inserted: 17
  • CTS tree: yes
  • Cts hold-fix bufs: 0
  • Post CTS Setup Buffer Count: 0
  • # H-tree levels: 4
  • CTS max path bufs: 2

Power
  • Int Pwr: 1.01 mW
  • Clock Power Share: 0.494
  • Sw Pwr: 0.281 mW
  • Switching Fraction: 0.218
  • Power, Total: 1.29 mW
  • Max rail drop VDD: 0.123 mV
  • Logic pwr share: 0.054
  • Leak pwr: 2.62 nW
  • Flop pwr share: 0.452
  • PwrDens: 175 nW/µm²

Flow run
  • Tool warnings: 27
  • Max-cap viol count: 0

Final layout
  • Area growth syn-to-layout: 31.8%
  • Post-layout util: 0.678
  • Final std cells w/o fill: 825
  • Ratio of cells with drive above 1 in the final layout: 0.0774

Placed design
  • IO Port Bufs: 111
  • Placed Cells: 793
  • Post-DP HPWL: 7560 µm
  • Pre-CTS setup slack: 5.93 ns
  • Final Wtd Congestion: 0.840
-- kinds of logic after synthesis --
group | Yosys count | synth area share
and+or+nand+nor | 243 | 0.208
DFF | 127 | 0.561
AOI/OAI and AO/OA | 105 | 0.110
buffers and inverters | 48 | 0.0373
xor gates and xnor gates | 39 | 0.0610
muxes | 9 | 0.0161
adders and majority gates | 3 | 0.00670
-- worst reg2reg max path: cells and delay by family (launching register included) --
kind,cells,cell delay (ns)
buffers and inverters,5,1.25
flip-flops,1,0.75
AND/OR/NAND/NOR,3,0.46
AND-OR/OR-AND,1,0.08
-- flip-flops by register name (all words and copies together), names as in the netlist, 3 cells and up --
register and flops:
miso_data 32, mosi_data 32, sclk_count 16, sclk_div 16
data_count 8, spi_width 8, state 3, state_o 3
-- how the worst max path moves through the flow --
| stage | cells past startpoint | end | slack [ns] | start |
|---|---|---|---|---|
| after CTS | 1 | data_count_o[0] | 6.21 | data_count[0]$_SDFFE_PP0P_ |
| after global routing | 1 | data_count_o[0] | 6.16 | data_count[0]$_SDFFE_PP0P_ |
| final | 1 | data_count_o[0] | 6.24 | data_count[0]$_SDFFE_PP0P_ |
-- cell usage in the layout, fill, tap and decap left out, types with 3 or more instances in the layout --
cell type,count
a21oi_1,46
and3_1,3
buf_4,9
bufinv_16,3
clkbuf_16,16
clkdlybuf4s50_1,110
clkinvlp_4,4
dfxtp_1,67
edfxtp_1,60
ha_1,3
inv_1,6
inv_6,5
mux2i_1,9
nand2_1,111
nand2b_1,3
nand3_1,18
nand3b_1,5
nand4_1,40
nor2_1,32
nor2b_1,3
nor3_1,8
nor4_1,7
o21ai_0,35
xnor2_1,9
xor2_1,30
-- through the flow --
step / cell area (µm²) / hold slack, ns
6_report: 7380 / 0.423
5_1_grt: 7380 / 0.443
4_1_cts: 7380 / 0.427
3_5_place_dp: 6790 / 0.413
3_3_place_gp: 6790 / 0.406
2_1_floorplan: 5600 / 0.329
-- routing by layer --
metal / vias to the layer above / share of wire
met5: - / 0
met4: 0 / 0.0067
met3: 5 / 0.065
met2: 139 / 0.46
met1: 2064 / 0.47
li1: 2242 / -
-- layout make-up --
type	instances	area, µm²
inverters	7	26.3
clock buffers	18	418
repair buffers	120	1170
well taps	140	175
flip-flops and latches	127	3140
fillers	814	3500
multi-input cells	399	2270
clock inverters	14	181
-- power by group through the flow --
stage	Clock [mW]	Sequential (mW)	Combinational (mW)
after CTS	0.648	0.583	0.0698
after global routing	0.673	0.585	0.0770
final	0.638	0.583	0.0693
Power and IR drop assume default switching activity.
